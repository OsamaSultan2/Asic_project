$ cat /design/flow/constraint.sdc
current_design limited_counter

set clk_period 3.9
set clk_io_pct 0.2

create_clock -name clk0 -period $clk_period [get_ports {clk}]

set non_clock_inputs [all_inputs -no_clocks]
set_input_delay [expr $clk_period * $clk_io_pct] -clock clk0 $non_clock_inputs
set_output_delay [expr $clk_period * $clk_io_pct] -clock clk0 [all_outputs]
$ cat /design/flow/run.sh
#!/bin/bash
# OpenROAD 26Q1-2900-gdf79404cd8, Yosys 0.63+post, stock flow scripts
make -C /OpenROAD-flow-scripts/flow DESIGN_CONFIG=/design/flow/config.mk WORK_HOME=/design/flow/orfs finish
$ cat /design/flow/config.mk
export PLATFORM = sky130hd
export DESIGN_NAME = limited_counter
export DESIGN_NICKNAME = limited_counter
export VERILOG_FILES = /design/flow/design.v
export SDC_FILE = /design/flow/constraint.sdc
export NUM_CORES = 4
export LEC_CHECK = 1
export CORE_AREA = 10 10 99 99
export DIE_AREA = 0 0 109 109
$ cat /design/flow/design.v
module seconds_counter (
  input        clk,
  input        rst,
  input        en,
  output [3:0] sec_t, sec_u,
  output [7:0] carry_out
);
  wire      c;
  reg [7:0] count;
  always @(posedge clk or posedge rst) begin
    if (rst) begin
      count   <= 8'b0;
    end
    else if (en) begin
      if (c) begin
        count <= 8'b0;
      end
      else begin
        count <= count + 1'b1;
      end
    end
  end
  assign c         = count == 8'd59;
  assign carry_out = (c & en) ? 8'd1 : 8'd0;
  assign sec_t     = (count - (count % 10)) / 10;   
  assign sec_u    = count % 10;
endmodule
module  limited_counter #(parameter LIMIT = 60)(
  input        clk,
  input        rst,
  input  [7:0] in,     
  input        sel,    
  output [3:0] mm_t, mm_u,  
  output [7:0] carry_out
);
  reg [7:0] count;
  wire c;
always @(posedge clk or posedge rst) begin
  if (rst) begin
    count <= 0;
  end
  else begin
    if (sel) begin
      if (c && in == 1)        
        count <= 0;
      else
        count <= count + in;   
    end else begin
      count <= in;             
    end
  end
end
  assign c         = (count == LIMIT - 1);
  assign carry_out = (c && in == 1 && sel) ? 8'd1 : 8'd0;
  assign mm_t      = (count - (count % 10)) / 10;
  assign mm_u      = count % 10;
endmodule
==> results.yml <==
# physical design summary
status:
  outcome: "finished with violations"
  violations: "setup timing"
run:
  drv_cap: 0
  warnings: 29
cells_and_area:
  top_register: "count"
  synthToLayoutAreaGrowth_pct: 64.5
  nFillCells: 653
  final-comb-area_um2: 2760
  largest_reg_flops: 8
  reg_top3: "count (8)"
  drive_above_1_share_pct: 42.7
  post-route-util_pct: 57.3
  seqCellArea_um2: 200
  finalNonFillerCells: 627
timing:
  finalCriticalPeriod_ps: 7980
  setup_viol: 7
  fin_hold_ws_ps: 669
  slew_viol_final: 0
  fin_skew_ps: 3.87
  tns_ps: -16710
  rsz0062_at_grt: "yes"
  hold_viol_final: 0
  max_freq_ghz: 0.125
  fin_ws_ps: -4080
  timing.final.crit_share_pct: 205
yosys:
  ys.warnings.count: 1
  yosys.area.top_type: "dfrtp_1"
  ys_ff: 8
  synth.distinct_cells: 72
  ys_cells: 383
  common_cells: "nor2_1 (31), nand2_1 (28), a21oi_1 (27)"
  edf_count: 0
  synth_seq_share_pct: 7.43
  ys_chip_area_um2: 2690
  synth_top_flop_cell: "dfrtp_1"
  synth-async-reset-ratio_pct: 100
  netlist.area_leader.share_pct: 7.43
  syn_area_per_cell_um2: 7.03
  netlist_instances: 383
  synth_dominant_cell_count: "nor2_1"
  topCellsByArea: "dfrtp_1 (7.4%), ha_1 (7.4%), a21oi_1 (5.0%), xnor2_1 (4.6%), nor2_1 (4.3%)"
  netlist_area_um2: 2690
route:
  wire_per_inst_um: 14.3
  wirelength_um: 8940
  drtIter0Drc: 164
  dr.pass1.iters: 4
  n_antenna_cell: 0
  remaining_drc_errors: 0
  routed_via_density: 5.46
  vias: 3426
  antenna_left: 0
worst_setup_path:
  startpoint_type: "register"
  crit_slowest_cell: "or4_4"
  worstPathRequired_ps: 3120
  crit_path_max_incr_delay_ps: 610
  worstSetupPathType: "reg2out"
  worst-path-max-fanout: 7
  worstPathArrival_ps: 7200
  cp-end-kind: "output port"
placement:
  gp_congestion: 0.908
  dp.cells: 589
  dp_hpwl_um: 6480
  io_buffers: 19
global_routing:
  grt_max_degree: 18
  grt_pass1_vias: 3160
  grt.total_usage_pct: 13.9
  grt_pass1_wl_um: 14200
  antenna_found_initial: 0
  grt_remaining_overflow: 0
floorplan:
  dieHeight_um: 109
  dieArea_um2: 11900
  io-pin-count: 27
  fp-utilization_pct: 34.9
  coreArea_um2: 7730
  fp.dieW_um: 109
  rows: 32
clocking:
  cts_tree: "built"
  clk_path_buf_depth: 2
  worst_skew_pair.late_latency_ps: 230
  clock-sinks: 8
  cts_hold_buf: 0
  h-tree-depth: 1
  path_clk_slew_ps: 40
  cts_buffers: 3
  clockRootBuffer: "clkbuf_8"
worst_hold_path:
  hold_path.class: "reg2reg"
==> logic make-up after synthesis <==
kind of cell / Yosys count / synth area share [%]
AOI/OAI and AO/OA: 140 / 39.3
other: 1 / 0.139
buffers and inverters: 44 / 7.71
DFF: 8 / 7.43
adders and majority gates: 18 / 8.55
and+or+nand+nor: 151 / 29.8
muxes: 3 / 1.16
xor gates and xnor gates: 18 / 5.85
==> critical path, delay by kind of cell, from the launching register on <==
family                     cells  cell delay (ps)
AOI/OAI and AO/OA             17             3780
and+or+nand+nor                7             1300
adders and majority gates      2              620
buffers and inverters          4              550
DFF                            1              370
muxes                          1              220
xor gates and xnor gates       1              110
==> routing by layer <==
metal,global-route usage [%],up-vias,part of all wire [%]
met4,1.13,0,0.72
met2,25.1,70,49
met5,0,-,0
met3,1.19,8,2.9
li1,-,1730,-
met1,18.2,1618,47
==> cells in the final DEF (no fill, tap or decap), types with 4 or more instances in the layout <==
cell type        Yosys  layout
nor3_1              13       9
o21a_1              10       9
clkdlybuf4s50_1      0      14
o21ai_0             19      15
ha_1                16      13
xor2_1               4       4
nand2_1             28      28
o211ai_1             4       4
nand4_1              7       7
and2_1               6       6
a211oi_2             0       5
nand2b_1             6       5
xnor2_1             14      12
a21o_1              10       9
dfrtp_1              8       8
a21oi_1             27      21
nand3_1             19      15
buf_4                9     135
nor4_1               4       4
o21ai_1              4       4
a31oi_1              7       6
inv_1               20      19
nor2b_1              5       5
a211o_1              7       7
a21oi_2              2       7
nor2_1              31      28
o22ai_1              7       5
conb_1               1       7
==> final cells by class <==
class,instances,area share (%)
Tap cell,102,2.88
Sequential cell,8,4.52
Inverter,20,1.69
Timing Repair Buffer,157,27.6
Multi-Input combinational cell,337,62.4
Clock buffer,3,0.932
==> path summary, 6_finish.rpt <==
check	startpoint	to	slack [ps]	cells after the start
max	count[6]	mm_t[0]	-4080	32
min	count[0]	count[0]	670	3
max reg2reg	count[1]	count[7]	1480	12
min reg2reg	count[0]	count[0]	670	3
max in group asynchronous	rst	count[4]	2850	2
min in group asynchronous	rst	count[3]	800	2
==> metrics by stage <==
| step | instance area [um2] | setup WS (ps) |
|---|---|---|
| finish | 4430 | -4080 |
| global route | 4430 | -4430 |
| CTS | 4160 | -4120 |
| detailed placement | 3810 | -4200 |
| global placement | 3810 | -4130 |
| floorplan | 2880 | -3660 |
==> what timing repair did <==
action	in CTS	in global routing
hold endpoints to repair	0	0
resized	39	32
setup buffers	18	17
cloned	0	0
pin swaps	32	30
setup endpoints to repair	7	7
